==> flow/run.sh <==
#!/bin/bash
# OpenROAD 26Q1-2900-gdf79404cd8, Yosys 0.63+post, stock flow scripts
make -C /OpenROAD-flow-scripts/flow DESIGN_CONFIG=/design/flow/config.mk WORK_HOME=/design/flow/orfs finish
==> flow/config.mk <==
export PLATFORM = sky130hd
export DESIGN_NAME = regfile
export DESIGN_NICKNAME = regfile
export VERILOG_FILES = /design/flow/design.v
export SDC_FILE = /design/flow/constraint.sdc
export NUM_CORES = 4
export LEC_CHECK = 1
export CORE_UTILIZATION = 50
==> flow/constraint.sdc <==
current_design regfile

set clk_period 15.5
set clk_io_pct 0.2

create_clock -name clk0 -period $clk_period

set non_clock_inputs [all_inputs -no_clocks]
set_input_delay [expr $clk_period * $clk_io_pct] -clock clk0 $non_clock_inputs
set_output_delay [expr $clk_period * $clk_io_pct] -clock clk0 [all_outputs]
==> flow/design.v <==
module regfile(Rreg1, Rreg2, Wreg, Wdata, RegWrite, Rdata1, Rdata2);
input wire RegWrite;
input wire [4:0] Rreg1, Rreg2, Wreg;
input wire [31:0] Wdata;
output wire [31:0]Rdata1, Rdata2;
reg [31:0]rf[0:31];
reg[31:0] _Rdata1, _Rdata2;
always @(*) begin  
if(RegWrite == 1 && Wreg != 5'd0)
 rf[Wreg] <= Wdata;
end
always @(*) begin  
 if (Rreg1 == 5'd0)
  _Rdata1 = 32'd0;
 else if ((Rreg1 == Wreg) && RegWrite)
  _Rdata1 = Wdata;
 else
  _Rdata1 = rf[Rreg1];
end
always @(*) begin  
 if(Rreg2 == 5'd0)
  _Rdata2 = 32'd0;
 else if((Rreg2 == Wreg) && RegWrite)
  _Rdata2 = Wdata;
 else
  _Rdata2 = rf[Rreg2];
end
assign Rdata1 = _Rdata1;
assign Rdata2 = _Rdata2;
endmodule
==> results_dict.tcl <==
# yosys + openroad results
set metrics [dict create \
    drtIter0Drc 6185 \
    cp_cell_sequence "buf_2 > nand2b_1 > nor2_4 > buf_4 > a22oi_1 > nand3_1 > nor4_1 > o31ai_1 > clkdlybuf4s50_1" \
    ant_nets 0 \
    ys_cells 3376 \
    core_util_floorplan_pct 50.9 \
    internal_power_uw 339 \
    ff_type "dlxtn_1" \
    drive_gt1_share_pct 9.86 \
    rsz0062_at_grt "false" \
    unclocked_regs 992 \
    postSynthAreaPerCell_um2 8.92 \
    regMostFlops "rf" \
    timing.fmax_mhz 93.5 \
    cts_hold_buf 0 \
    tightestPinTransition_ns 1.35 \
    hp-class "in -> out" \
    critical_path_class "in -> out" \
    routed_wl_um 200000 \
    largest_register_ffs 992 \
    critical_path.endpoint_type "output port" \
    num_rows 89 \
    top_cell_area_share_pct 49.5 \
    synth-compound-area-share_pct 23.8 \
    grt.overflow.total 0 \
    synth_cells 3376 \
    required_ns 12.40 \
    slowest_delay_ns 0.95 \
    critPathLaunchType "input pin" \
    wire_per_inst_um 47.2 \
    port_buffers 112 \
    cp_num_cells 9 \
    ys_ff 992 \
    period_minus_slack_ns 10.70 \
    setup_viol 0 \
    synthSimpleGateAreaFrac_pct 20.7 \
    cp_top_family "simple AND/OR/NAND/NOR gates" \
    grt_usage_pct 67.1 \
    top_area_cell "dlxtn_1" \
    ys_sh_xor_pct 0.233 \
    async_flop_share_pct 0 \
    edf_count 0 \
    grt_max_degree 44 \
    fillers 5152 \
    warning_count 33 \
    ios 112 \
    grt_pass1_vias 33542 \
    die_height_um 247 \
    cts_resized 0 \
    netlist_top_cells_count "dlxtn_1 (992), a22oi_1 (559), and3_1 (375)" \
    post-route-period-util_pct 69.0 \
    grt_pass1_wl_um 267000 \
    place_hpwl_um 113000 \
    syn-cell-area_mm2 0.0301 \
    ys_area_mm2 0.0301 \
    switching_share_pct 54.8 \
    crit_slowest_cell "nor2_4" \
    arrival_ns 7.60 \
    drt-pass1-iter-count 17 \
    postCtsSetupRepairBufs 0 \
    path_buffers 3 \
    top_cells_by_area "dlxtn_1 (49%), a22oi_1 (14%), and3_1 (7.8%)" \
    ys_types 70 \
    fin_tns_setup_ns 0 \
    cellLeakagePower_uw 0.0151 \
    syn_to_final_growth_pct 8.62 \
    fp.dieW_um 247 \
    via_count 36519 \
    p_total_uw 750 \
    untimed_endpoints 992 \
    logic_family "AND-OR/OR-AND gates" \
    hold_depth 4 \
    ir_worst_vdd_v 0.0000236 \
    power.density_mw_per_mm2 22.9 \
    top_regs "rf: 992 flops" \
    maxCapViolCount 0 \
    relSlewSlack_pct 9.73 \
    hold_viol 0 \
    cp_max_fo 30 \
    chip_area_mm2 0.0612 \
    antenna_found_initial 32 \
    drv_slew 0 \
    ys.warnings.count 2 \
    detail_route.vias_per_cell 8.64 \
    synthAdderAreaFrac_pct 0 \
    drcViolationCount 0 \
    mux_share_pct 0.980 \
    core_mm2 0.0592 \
    yosysMostFrequentCell "dlxtn_1" \
    routabilityCongestion 1.13 \
    power_switching_uw 411 \
    status "finished, final reports clean" \
]
==> area by class of cell <==
class,instances,area [um2],share of cell area (%)
Tap cell,773,967,2.96
Sequential cell,992,14900,45.5
Antenna cell,60,150,0.459
Timing Repair Buffer,297,2460,7.52
Multi-Input combinational cell,2092,14200,43.4
Inverter,15,56.3,0.172
==> cell families after synthesis <==
kind of cell | after synthesis
latches | 992
buffers and inverters | 292
XOR/XNOR | 8
AND/OR/NAND/NOR | 1094
multiplexers | 29
AND-OR/OR-AND | 961
==> metrics by stage <==
stage | worst slack [ns] | util, % | cells | cell area [um2] | hold slack [ns]
after CTS | 5.26 | 55.0 | 4169 | 32600 | 7.18
final | 4.80 | 55.2 | 4229 | 32700 | 7.18
after floorplan | 7.79 | - | 3376 | 30100 | 6.26
after detailed placement | 5.26 | 55.0 | 4169 | 32600 | 7.17
after global routing | 5.11 | 55.1 | 4188 | 32600 | 7.22
after global placement | 5.32 | 55.0 | 4169 | 32600 | 7.16
==> routing by layer <==
layer / GRT usage [%] / vias up / wire, um
li1: - / 13057 / -
met1: 73.6 / 16638 / 62400
met2: 80.3 / 4805 / 69900
met3: 57.3 / 1971 / 42500
met4: 50.2 / 48 / 23700
met5: 21.8 / - / 1170
==> worst paths after layout <==
check | start | end | slack [ns]
max | Rreg1[2] | Rdata1[19] | 4.80
min | Wdata[16] | Rdata2[16] | 7.18
==> cells in the final DEF (no fill, tap or decap), types with 7 or more instances in the layout <==
cell and n:
dlxtn_1 992, a22oi_1 559, and3_1 375, buf_4 185
nand2_1 152, nand3_1 131, a2111oi_0 106, clkdlybuf4s50_1 102
nand4_1 92, nor4_1 65, diode_2 60, nor2_1 58
a21oi_1 56, o21ai_0 41, nor2_4 40, a221oi_1 36
o31ai_1 36, o21ai_1 31, nand2_2 29, mux2i_1 25
nor2_2 21, nand3b_1 20, nor3_1 18, inv_1 15
nand2b_1 14, o22ai_1 13, a2111oi_1 11, buf_2 10
a211oi_1 9, a31oi_1 8, o211ai_1 7, xor2_1 7
nor2b_1 7, a22o_1 7, a32oi_1 7
