===== flow/run.sh =====
#!/bin/bash
# OpenROAD 26Q1-2900-gdf79404cd8, Yosys 0.63+post, stock flow scripts
make -C /OpenROAD-flow-scripts/flow DESIGN_CONFIG=/design/flow/config.mk WORK_HOME=/design/flow/orfs finish

===== flow/constraint.sdc =====
current_design conv_buf_5ks

set clk_period 233.8
set clk_io_pct 0.2

create_clock -name clk0 -period $clk_period [get_ports {clk}]

set non_clock_inputs [all_inputs -no_clocks]
set_input_delay [expr $clk_period * $clk_io_pct] -clock clk0 $non_clock_inputs
set_output_delay [expr $clk_period * $clk_io_pct] -clock clk0 [all_outputs]

===== flow/config.mk =====
export PLATFORM = sky130hd
export DESIGN_NAME = conv_buf_5ks
export DESIGN_NICKNAME = conv_buf_5ks
export VERILOG_FILES = /design/flow/design.v
export SDC_FILE = /design/flow/constraint.sdc
export NUM_CORES = 4
export LEC_CHECK = 1
export CORE_UTILIZATION = 50

===== flow/design.v =====
module conv_buf_5ks #( parameter WIDTH = 28, HEIGHT = 28, DATA_BIT = 8 )
(
	clk, rst,
	in_data,
	out_data_0, out_data_1, out_data_2, out_data_3, out_data_4,
	out_data_5, out_data_6, out_data_7, out_data_8, out_data_9,
	out_data_10, out_data_11, out_data_12, out_data_13, out_data_14,
	out_data_15, out_data_16, out_data_17, out_data_18, out_data_19,
	out_data_20, out_data_21, out_data_22, out_data_23, out_data_24,
	valid_out
);
localparam KERNEL_SIZE = 5;
input clk, rst;
input [DATA_BIT - 1 : 0]in_data;
output reg [DATA_BIT - 1:0] out_data_0, out_data_1, out_data_2, out_data_3, out_data_4,
							out_data_5, out_data_6, out_data_7, out_data_8, out_data_9,
							out_data_10, out_data_11, out_data_12, out_data_13, out_data_14,
							out_data_15, out_data_16, out_data_17, out_data_18, out_data_19,
							out_data_20, out_data_21, out_data_22, out_data_23, out_data_24;
output reg valid_out;
reg [DATA_BIT - 1:0] buffer [0 : WIDTH * KERNEL_SIZE - 1];
reg [DATA_BIT - 1:0] buf_count;  
reg [4:0] w_count;  
reg [4:0] h_count;  
reg [2:0] buf_flag;  
reg state;  
always @(posedge clk) begin
	if(rst) begin
		buf_count <= -1;
		w_count <= 0;
		h_count <= 0;
		buf_flag <= 0;
		state <= 0;
		valid_out <= 0;
	end
	else begin
		buf_count <= buf_count + 1;
		if(buf_count == WIDTH * KERNEL_SIZE - 1) begin
			buf_count <= 0;
		end
		buffer[buf_count] <= in_data;
		if(!state) begin
			if(buf_count == WIDTH * KERNEL_SIZE - 1) begin
				state <= 1;
			end
		end
		else begin  
			w_count <= w_count + 1;
			if(w_count == WIDTH - 4) begin
				valid_out <= 0;
			end
			else if(w_count == WIDTH - 1) begin
				buf_flag <= buf_flag + 1;
				if(buf_flag == KERNEL_SIZE - 1) begin
					buf_flag <= 0;
				end
				w_count <= 0;
				if(h_count == HEIGHT - 5) begin
					h_count <= 0;
					state <= 0;
				end
				h_count <= h_count + 1;
			end
			else if(w_count == 0) begin
				valid_out <= 1;
			end
			if(buf_flag == 3'd0) begin 
				out_data_0 <= buffer[w_count];
				out_data_1 <= buffer[w_count + 1]; 
				out_data_2 <= buffer[w_count + 2]; 
				out_data_3 <= buffer[w_count + 3]; 
				out_data_4 <= buffer[w_count + 4];
				out_data_5 <= buffer[w_count + WIDTH]; 
				out_data_6 <= buffer[w_count + 1 + WIDTH]; 
				out_data_7 <= buffer[w_count + 2 + WIDTH]; 
				out_data_8 <= buffer[w_count + 3 + WIDTH]; 
				out_data_9 <= buffer[w_count + 4 + WIDTH];
				out_data_10 <= buffer[w_count + (WIDTH * 2)]; 
				out_data_11 <= buffer[w_count + 1 + (WIDTH * 2)]; 
				out_data_12 <= buffer[w_count + 2 + (WIDTH * 2)]; 
				out_data_13 <= buffer[w_count + 3 + (WIDTH * 2)]; 
				out_data_14 <= buffer[w_count + 4 + (WIDTH * 2)];
				out_data_15 <= buffer[w_count + (WIDTH * 3)]; 
				out_data_16 <= buffer[w_count + 1 + (WIDTH * 3)]; 
				out_data_17 <= buffer[w_count + 2 + (WIDTH * 3)]; 
				out_data_18 <= buffer[w_count + 3 + (WIDTH * 3)]; 
				out_data_19 <= buffer[w_count + 4 + (WIDTH * 3)];
				out_data_20 <= buffer[w_count + (WIDTH * 4)]; 
				out_data_21 <= buffer[w_count + 1 + (WIDTH * 4)]; 
				out_data_22 <= buffer[w_count + 2 + (WIDTH * 4)]; 
				out_data_23 <= buffer[w_count + 3 + (WIDTH * 4)]; 
				out_data_24 <= buffer[w_count + 4 + (WIDTH * 4)];
			end
			else if(buf_flag == 3'd1) begin 
				out_data_20 <= buffer[w_count]; 
				out_data_21 <= buffer[w_count + 1]; 
				out_data_22 <= buffer[w_count + 2]; 
				out_data_23 <= buffer[w_count + 3]; 
				out_data_24 <= buffer[w_count + 4];
				out_data_0 <= buffer[w_count + WIDTH]; 
				out_data_1 <= buffer[w_count + 1 + WIDTH]; 
				out_data_2 <= buffer[w_count + 2 + WIDTH]; 
				out_data_3 <= buffer[w_count + 3 + WIDTH]; 
				out_data_4 <= buffer[w_count + 4 + WIDTH];
				out_data_5 <= buffer[w_count + (WIDTH * 2)]; 
				out_data_6 <= buffer[w_count + 1 + (WIDTH * 2)]; 
				out_data_7 <= buffer[w_count + 2 + (WIDTH * 2)]; 
				out_data_8 <= buffer[w_count + 3 + (WIDTH * 2)]; 
				out_data_9 <= buffer[w_count + 4 + (WIDTH * 2)];
				out_data_10 <= buffer[w_count + (WIDTH * 3)]; 
				out_data_11 <= buffer[w_count + 1 + (WIDTH * 3)]; 
				out_data_12 <= buffer[w_count + 2 + (WIDTH * 3)]; 
				out_data_13 <= buffer[w_count + 3 + (WIDTH * 3)]; 
				out_data_14 <= buffer[w_count + 4 + (WIDTH * 3)];
				out_data_15 <= buffer[w_count + (WIDTH * 4)]; 
				out_data_16 <= buffer[w_count + 1 + (WIDTH * 4)]; 
				out_data_17 <= buffer[w_count + 2 + (WIDTH * 4)]; 
				out_data_18 <= buffer[w_count + 3 + (WIDTH * 4)]; 
				out_data_19 <= buffer[w_count + 4 + (WIDTH * 4)];
			end	
			else if(buf_flag == 3'd2) begin
				out_data_15 <= buffer[w_count]; 
				out_data_16 <= buffer[w_count + 1]; 
				out_data_17 <= buffer[w_count + 2]; 
				out_data_18 <= buffer[w_count + 3]; 
				out_data_19 <= buffer[w_count + 4];
				out_data_20 <= buffer[w_count + WIDTH]; 
				out_data_21 <= buffer[w_count + 1 + WIDTH]; 
				out_data_22 <= buffer[w_count + 2 + WIDTH]; 
				out_data_23 <= buffer[w_count + 3 + WIDTH]; 
				out_data_24 <= buffer[w_count + 4 + WIDTH];
				out_data_0 <= buffer[w_count + (WIDTH * 2)]; 
				out_data_1 <= buffer[w_count + 1 + (WIDTH * 2)]; 
				out_data_2 <= buffer[w_count + 2 + (WIDTH * 2)]; 
				out_data_3 <= buffer[w_count + 3 + (WIDTH * 2)]; 
				out_data_4 <= buffer[w_count + 4 + (WIDTH * 2)];
				out_data_5 <= buffer[w_count + (WIDTH * 3)]; 
				out_data_6 <= buffer[w_count + 1 + (WIDTH * 3)]; 
				out_data_7 <= buffer[w_count + 2 + (WIDTH * 3)]; 
				out_data_8 <= buffer[w_count + 3 + (WIDTH * 3)]; 
				out_data_9 <= buffer[w_count + 4 + (WIDTH * 3)];
				out_data_10 <= buffer[w_count + (WIDTH * 4)]; 
				out_data_11 <= buffer[w_count + 1 + (WIDTH * 4)]; 
				out_data_12 <= buffer[w_count + 2 + (WIDTH * 4)]; 
				out_data_13 <= buffer[w_count + 3 + (WIDTH * 4)]; 
				out_data_14 <= buffer[w_count + 4 + (WIDTH * 4)];
			end
			else if(buf_flag == 3'd3) begin
				out_data_10 <= buffer[w_count]; 
				out_data_11 <= buffer[w_count + 1]; 
				out_data_12 <= buffer[w_count + 2]; 
				out_data_13 <= buffer[w_count + 3]; 
				out_data_14 <= buffer[w_count + 4];
				out_data_15 <= buffer[w_count + WIDTH]; 
				out_data_16 <= buffer[w_count + 1 + WIDTH]; 
				out_data_17 <= buffer[w_count + 2 + WIDTH]; 
				out_data_18 <= buffer[w_count + 3 + WIDTH]; 
				out_data_19 <= buffer[w_count + 4 + WIDTH];
				out_data_20 <= buffer[w_count + (WIDTH * 2)]; 
				out_data_21 <= buffer[w_count + 1 + (WIDTH * 2)]; 
				out_data_22 <= buffer[w_count + 2 + (WIDTH * 2)]; 
				out_data_23 <= buffer[w_count + 3 + (WIDTH * 2)]; 
				out_data_24 <= buffer[w_count + 4 + (WIDTH * 2)];
				out_data_0 <= buffer[w_count + (WIDTH * 3)]; 
				out_data_1 <= buffer[w_count + 1 + (WIDTH * 3)]; 
				out_data_2 <= buffer[w_count + 2 + (WIDTH * 3)]; 
				out_data_3 <= buffer[w_count + 3 + (WIDTH * 3)]; 
				out_data_4 <= buffer[w_count + 4 + (WIDTH * 3)];
				out_data_5 <= buffer[w_count + (WIDTH * 4)]; 
				out_data_6 <= buffer[w_count + 1 + (WIDTH * 4)]; 
				out_data_7 <= buffer[w_count + 2 + (WIDTH * 4)]; 
				out_data_8 <= buffer[w_count + 3 + (WIDTH * 4)]; 
				out_data_9 <= buffer[w_count + 4 + (WIDTH * 4)];
			end
			else if(buf_flag == 3'd4) begin
				out_data_5 <= buffer[w_count]; 
				out_data_6 <= buffer[w_count + 1]; 
				out_data_7 <= buffer[w_count + 2]; 
				out_data_8 <= buffer[w_count + 3]; 
				out_data_9 <= buffer[w_count + 4];
				out_data_10 <= buffer[w_count + WIDTH]; 
				out_data_11 <= buffer[w_count + 1 + WIDTH]; 
				out_data_12 <= buffer[w_count + 2 + WIDTH]; 
				out_data_13 <= buffer[w_count + 3 + WIDTH]; 
				out_data_14 <= buffer[w_count + 4 + WIDTH];
				out_data_15 <= buffer[w_count + (WIDTH * 2)]; 
				out_data_16 <= buffer[w_count + 1 + (WIDTH * 2)]; 
				out_data_17 <= buffer[w_count + 2 + (WIDTH * 2)]; 
				out_data_18 <= buffer[w_count + 3 + (WIDTH * 2)]; 
				out_data_19 <= buffer[w_count + 4 + (WIDTH * 2)];
				out_data_20 <= buffer[w_count + (WIDTH * 3)]; 
				out_data_21 <= buffer[w_count + 1 + (WIDTH * 3)]; 
				out_data_22 <= buffer[w_count + 2 + (WIDTH * 3)]; 
				out_data_23 <= buffer[w_count + 3 + (WIDTH * 3)]; 
				out_data_24 <= buffer[w_count + 4 + (WIDTH * 3)];
				out_data_0 <= buffer[w_count + (WIDTH * 4)]; 
				out_data_1 <= buffer[w_count + 1 + (WIDTH * 4)]; 
				out_data_2 <= buffer[w_count + 2 + (WIDTH * 4)]; 
				out_data_3 <= buffer[w_count + 3 + (WIDTH * 4)]; 
				out_data_4 <= buffer[w_count + 4 + (WIDTH * 4)];
			end
		end
	end
end
endmodule

==> run summary <==
Flow results are below.

- The run finished with clean final reports.
- In the finished design, the share of the clock period the worst path needs comes to 21.1%.
- The cell-internal power is 398 µW, for reference.
- The critical setup path kind is primary input to flop, for reference.
- Per the final layout report, the fraction of cells sized above drive strength 1 comes to 32.4%.
- Hold-check failures listed in the final report amount to 0.
- In this run, post-CTS hold repair placed 0 buffers.
- The remaining global-route overflow is 0, for reference.
- The final setup TNS is 0 ns, for reference.
- The headroom to the max-slew limit is 1.76%, for reference.
- Per the CTS log, the maximum H-tree level is 4.
- The total wirelength of the detailed-routed design is 761000 µm, for reference.
- The average cell area after synthesis is 12.8 µm², for reference.
- The number of cells reported by Yosys stat comes to 9374.
- The ratio of total power to cell area is 3.95 nW/µm², for reference.
- At the worst endpoint, the arrival time is 49.94 ns.
- The count of warnings emitted by yosys is 1, for reference.
- The number of unique standard cell types used by synthesis is 114, for reference.
- Clock tree synthesis selected as its root buffer the cell sky130_fd_sc_hd__clkbuf_16.
- The quantity of gates resized following cts is 0, for reference.
- The clock arrives with 0.0794 ns of skew.
- The first global-routing pass estimated 990000 µm of wire.
- The launch point of the worst register-to-register path is recorded as w_count[1].
- In this run the post-CTS setup repair buffer count came out at 0.
- The sequential element share of the synthesized area is 33.5%, for reference.
- The final tally of setup violations is 0, for reference.
- Setup repair after global routing left no endpoint under its margin.
- The number of buffers inserted by port buffering is 210, for reference.
- On the reported timing paths, the clock transition at the registers reads 0.06 ns.
- The number of cells on the worst hold path is 2, for reference.
- The path class of the tightest hold or removal check is flop to flop.
- The detailed router's first-iteration violation count is 18500, for reference.
- The setup slack after placement is 183.63 ns, for reference.
- The total count of max-transition violations in the final report is 0, for reference.
- The iteration count recorded for the first detailed-route pass is 33.
- Across all layers, the routed design uses 112000 vias.
- The critical path endpoint has a required time of 234.30 ns.
- Dividing the detail-routed via count by the number of cells gives 8.73.
- The initialized floorplan defines 179 standard-cell rows.
- Setup slack on the critical path of the routed design comes to 184.36 ns.
- The region available for standard cell placement spans 238000 µm².
- The clock network accounts for 44.9% of the total power.
- The DRC violation total left in the routed layout is recorded as 0.
- The leakage component of the power was reported as 41.8 nW.
- Overall power consumption after layout is estimated at 520 µW.
- The final critical-path required period is 49.44 ns, for reference.
- STA classifies the critical path endpoint as a flop.
- The total I/O pin count is 211, for reference.
- The endpoint of the worst hold path is reported as buf_flag[1].
- The synthesized cell area is 120000 µm², for reference.
- The number of global-route vias before repair is 106000.
- The power report puts the net switching power at 121 µW.
- The async set-reset flop share out of synthesis is 0%, for reference.
- The highest fanout seen on the critical path is 72, for reference.
- The most common logic cells in the final layout are 1783 x sky130_fd_sc_hd__mux4_2, 1320 x sky130_fd_sc_hd__edfxtp_1, 1155 x sky130_fd_sc_hd__nand2_1, 818 x sky130_fd_sc_hd__mux2i_1, 624 x sky130_fd_sc_hd__nor2_1.
- The clock net sink count is 1348, for reference.
- The global placement routability congestion is 1.32, for reference.
- Per the run summary, max-cap violations total 0.
- The maximum vdd drop is 8.86 µV, for reference.
- According to the floorplan report, the die height is 492 µm.
- STA classifies the critical path startpoint as a primary input.
- The initial core utilization is 50.4%, for reference.
- The report puts the cell count of the worst reg-to-reg path at 16.
- In the global route stage, overall resource usage came out at 68.2%.
- The top cell type in the final layout, fill and taps aside, is sky130_fd_sc_hd__mux4_2.
- The register with the most flip-flops in the layout has 1120 of them.
- The TritonCTS clock tree is yes, for reference.
- The synthesis report names the predominant flop master as sky130_fd_sc_hd__edfxtp_1.
- The post-DP HPWL is 598000 µm, for reference.
- Static timing analysis puts the maximum clock frequency at 0.0202 GHz.
- The number of buffers created by CTS is 140, for reference.
- The number of cells produced by synthesis is 9374, for reference.
- The start point of the worst min-delay path is buf_flag[1], for reference.
- The number of synthesized flops with an enable pin is 1320, for reference.
- For the worst-skew pair, the clock arrives at the later sink with an insertion delay of 0.90 ns.
- The register ranked first by flip-flop count is buffer, for reference.
- The worst register-to-register path ends at out_data_17[4].
- The pin count of the biggest net entering global routing is 103, for reference.
- The reg-to-reg setup timing slack is 223.68 ns, for reference.
- The remaining number of nets flagged by the antenna check after routing is 0, for reference.
- At the pin with the least slew margin, the transition time is 1.43 ns.
- The chip occupies 242000 µm².
- The synthesized flop and latch total is 1348, for reference.
- The chip area line of the yosys report is 120000 µm², for reference.
- The initial antenna violation count is 126.
- Warnings raised by the tools during the run amount to 73.
- The number of buffers on the longest clock path is 3, for reference.
- The script computed the net switching share of total power as 23.3%.
- The share of total power in sequential cells is 51.2%, for reference.
- TritonRoute output was used to compute an average wire per cell of 59.2 µm.
- From synthesis to final layout, the design area changed by 9.55%.
- Combinational cells account for 3.9% of the total power.
- From left edge to right edge, the die measures 492 µm.
-- cell families (layout without fill, tap and decap cells) --
| kind of cell | Yosys count | count (layout) | share of synthesized area (%) |
|---|---|---|---|
| simple gates | 2348 | 2348 | 8.31 |
| compound gates | 1665 | 1665 | 9.46 |
| flops | 1348 | 1348 | 33.5 |
| fa+ha+maj | 56 | 56 | 0.584 |
| xor+xnor | 40 | 40 | 0.426 |
| mux | 2926 | 2926 | 43.3 |
| other cells | 0 | 194 | 0 |
| buf+inv | 991 | 1124 | 4.42 |
-- per-layer routing --
metal	share of wire, %	track usage, %	vias to the layer above
li1	-	-	39200
met5	1.9	49.5	-
met4	12	56.8	277
met3	22	62.4	4006
met2	36	76.5	14100
met1	28	72.2	54700
-- cell usage after synthesis, types with 38 or more instances --
cell / n / area share, %
sky130_fd_sc_hd__mux2i_1: 823 / 6.9
sky130_fd_sc_hd__nor2_1: 636 / 2.0
sky130_fd_sc_hd__o211ai_1: 61 / 0.38
sky130_fd_sc_hd__buf_2: 272 / 1.1
sky130_fd_sc_hd__mux2_2: 298 / 2.8
sky130_fd_sc_hd__buf_4: 152 / 0.95
sky130_fd_sc_hd__o21ai_0: 232 / 0.97
sky130_fd_sc_hd__a221oi_1: 72 / 0.53
sky130_fd_sc_hd__ha_1: 56 / 0.58
sky130_fd_sc_hd__a31oi_1: 54 / 0.28
sky130_fd_sc_hd__inv_1: 49 / 0.15
sky130_fd_sc_hd__clkbuf_1: 333 / 1.0
sky130_fd_sc_hd__nand3_1: 170 / 0.71
sky130_fd_sc_hd__a211oi_1: 112 / 0.70
sky130_fd_sc_hd__a311oi_1: 39 / 0.28
sky130_fd_sc_hd__o22ai_1: 125 / 0.65
sky130_fd_sc_hd__and2_1: 40 / 0.21
sky130_fd_sc_hd__buf_1: 83 / 0.26
sky130_fd_sc_hd__nand2_1: 1159 / 3.6
sky130_fd_sc_hd__and3_1: 38 / 0.20
sky130_fd_sc_hd__nor3_1: 113 / 0.47
sky130_fd_sc_hd__buf_6: 78 / 0.73
sky130_fd_sc_hd__a2111oi_0: 40 / 0.29
sky130_fd_sc_hd__mux4_2: 1783 / 33
sky130_fd_sc_hd__o21ai_1: 59 / 0.25
sky130_fd_sc_hd__edfxtp_1: 1320 / 33
sky130_fd_sc_hd__o221ai_1: 58 / 0.42
sky130_fd_sc_hd__a21oi_1: 423 / 1.8
-- power groups by stage --
| stage | Sequential (mW) | Combinational (mW) | Clock, mW |
|---|---|---|---|
| CTS | 0.266 | 0.0180 | 0.233 |
| global route | 0.266 | 0.0192 | 0.242 |
| finish | 0.266 | 0.0204 | 0.233 |
-- worst max-delay path by stage --
stage,to,start,cells after the start,slack [ns]
final,out_data_6[6],rst,6,184.36
after global routing,out_data_6[0],rst,6,184.19
after CTS,out_data_6[6],rst,6,184.54
-- worst max-delay path, cell delays in order --
cell and delay (ns):
sky130_fd_sc_hd__buf_2 0.11, sky130_fd_sc_hd__buf_4 0.34, sky130_fd_sc_hd__nor2b_1 0.29, sky130_fd_sc_hd__o21a_4 0.72, sky130_fd_sc_hd__buf_4 0.79, sky130_fd_sc_hd__buf_4 0.75
-- stage by stage --
stage                     cell area (µm²)  util, %  hold WS (ns)  cells
after floorplan                    120000        -         0.454   9374
after global placement             126000     53.0         0.469  12400
after detailed placement           126000     53.0         0.478  12400
after CTS                          131000     55.0         0.510  12700
after global routing               131000     55.1         0.528  12800
final                              132000     55.2         0.521  12900
-- final cells by class --
cell class / instances / area [µm²]
Sequential cell: 1348 / 40200
Inverter: 67 / 288
Clock inverter: 91 / 1100
Antenna cell: 194 / 485
Timing Repair Buffer: 804 / 6620
Clock buffer: 162 / 3620
Fill cell: 18800 / 107000
Multi-Input combinational cell: 7035 / 75200
Tap cell: 3167 / 3960
Power is estimated from default activity; no workload was simulated.
